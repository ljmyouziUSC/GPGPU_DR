==> design/flow/design.v <==
module CDB(
    input wire [2:0] WarpID_ALU_CDB, 
    input wire RegWrite_ALU_CDB,
    input wire [4:0] Dst_ALU_CDB,
    input wire [255:0] Dst_Data_ALU_CDB,
    input wire [2:0] WarpID_MEM_CDB, 
    input wire RegWrite_MEM_CDB,
    input wire [4:0] Dst_MEM_CDB,
    input wire [255:0] Dst_Data_MEM_CDB,
    input wire [31:0] Instr_ALU_CDB,
    input wire ActiveMask_ALU_CDB,
    input wire [31:0] Instr_MEM_CDB,
    input wire ActiveMask_MEM_CDB,
    output wire RegWrite_CDB_RAU,
    output reg [2:0] WriteAddr_CDB_RAU,
    output reg [2:0] HWWarp_CDB_RAU,
    output reg [255:0] Data_CDB_RAU,
    output reg [31:0] Instr_CDB_RAU
);
assign RegWrite_CDB_RAU = RegWrite_ALU_CDB & RegWrite_MEM_CDB;
always @ (*)
begin
    if (RegWrite_ALU_CDB == 1)
    begin
        WriteAddr_CDB_RAU = Dst_ALU_CDB[2:0];
        HWWarp_CDB_RAU = WarpID_ALU_CDB;
        Data_CDB_RAU = Dst_Data_ALU_CDB;
        Instr_CDB_RAU = Instr_ALU_CDB;
    end
    else if (RegWrite_MEM_CDB == 1)
    begin
        WriteAddr_CDB_RAU = Dst_MEM_CDB[2:0];
        HWWarp_CDB_RAU = WarpID_MEM_CDB;
        Data_CDB_RAU = Dst_Data_MEM_CDB;
        Instr_CDB_RAU = Instr_MEM_CDB;
    end
end
endmodule
==> design/flow/run.sh <==
#!/bin/bash
# OpenROAD 26Q1-2900-gdf79404cd8, Yosys 0.63+post, stock flow scripts
make -C /OpenROAD-flow-scripts/flow DESIGN_CONFIG=/design/flow/config.mk WORK_HOME=/design/flow/orfs finish
==> design/flow/config.mk <==
export PLATFORM = sky130hd
export DESIGN_NAME = CDB
export DESIGN_NICKNAME = CDB
export VERILOG_FILES = /design/flow/design.v
export SDC_FILE = /design/flow/constraint.sdc
export NUM_CORES = 4
export LEC_CHECK = 1
export CORE_AREA = 10 10 345 345
export DIE_AREA = 0 0 355 355
==> design/flow/constraint.sdc <==
current_design CDB

set clk_period 1.0
set clk_io_pct 0.2

create_clock -name clk0 -period $clk_period

set non_clock_inputs [all_inputs -no_clocks]
set_input_delay [expr $clk_period * $clk_io_pct] -clock clk0 $non_clock_inputs
set_output_delay [expr $clk_period * $clk_io_pct] -clock clk0 [all_outputs]
==> impl_metrics.json <==
{
  "final_tally_of_setup_violations": 0,
  "drtIter0Drc": 269,
  "fmax_ghz": 1.041,
  "finalCritPeriodShare": 0.9602,
  "grt_antenna_before_repair": 99,
  "worst-endpoint-arrival_ps": 760,
  "ys_seq_elements": 294,
  "avgViaCountPerCell": 2.911,
  "final_hold_viol_count": 0,
  "dpl.hpwl_um": 79790,
  "power.static_leakage_nw": 7.153,
  "crit_path_max_incr_delay_ps": 240,
  "grt_pass1_wl_um": 105300,
  "synth_stat.cells": 623,
  "grt_pass1_vias": 9001,
  "die_y_um": 355,
  "critPathRequiredTime_ps": 800,
  "drv_slew": 0,
  "global_route.usage.total": 0.1305,
  "slew_headroom": 0.4093,
  "layout-drive-gt1-share": 0.2059,
  "post_cts_buffers": 0,
  "unclocked_pins": 294,
  "pin_count_of_the_biggest_net_entering_global_routing": 95,
  "overflow": 0,
  "synth_area_mm2": 0.008150,
  "worstSetupEndpointType": "primary output",
  "irDropWorstVdd_v": 0.0001764,
  "ant_nets": 0,
  "timing.critical_path.slowest_stage_cell": "sky130_fd_sc_hd__dlygate4sd2_1",
  "synth.top_cell.area_share": 0.5411,
  "dp_slack_ps": -479.2,
  "fin_crit_ps": 960.2,
  "stage_log_warnings": 38,
  "totalWireLength_um": 85460,
  "routed-via-count": 8675,
  "final_area_mm2": 0.01864,
  "dr.pass1.iters": 4,
  "logic_area_mm2": 0.003403,
  "yosys-top-cells-area": "sky130_fd_sc_hd__dlxtn_1 54%, sky130_fd_sc_hd__mux2_2 38%, sky130_fd_sc_hd__buf_6 3.9%",
  "worst_min_delay_path_startpoint": "RegWrite_ALU_CDB",
  "cell_type_with_the_highest_aggregate_area_in_the_netlist": "sky130_fd_sc_hd__dlxtn_1",
  "final.fill_count": 12473,
  "drt_drc_violations_left": 0,
  "synth.yosys.warnings": 1,
  "rows": 122,
  "fp-utilization": 0.07334,
  "crit_path_cell_trace": "clkdlybuf4s15_1 > and2_1 > dlygate4sd2_1",
  "core_region_area_mm2": 0.1111,
  "status": "finished clean",
  "synth_area_per_cell_um2": 13.08,
  "yosysChipArea_mm2": 0.008150,
  "power_density_mw_per_mm2": 295.6,
  "cts_hold_buf": 0,
  "dieWidth_um": 355,
  "dpl-instance-area_mm2": 0.01863,
  "setup.worst_path.start_class": "primary input",
  "worst_slack_ps": 39.79,
  "synthToLayoutAreaGrowth_pct": 128.7,
  "number_of_unconstrained_endpoints": 588,
  "critical_path_peak_fanout": 2,
  "ctsResizeCount": 3,
  "sequential_standard_cell_area_mm2": 0.004414,
  "tightest_slew_ps": 886.1,
  "post_synth_num_cell_types": 8,
  "syn_inst": 623,
  "place.port_buffers": 885,
  "hold_path.class": "in -> out",
  "gp_congestion": 0.9123,
  "setup_tns_after_final_layout_ps": 0,
  "die_area_mm2": 0.1260,
  "io_pins": 891,
  "routedWlPerCell_um": 28.68,
  "critPathLaunch": "RegWrite_MEM_CDB",
  "unrepaired_setup_endpoints_after_global_routing": "false",
  "cap_viol_max_count": 0,
  "path_class": "in -> out",
  "final.hold.worst_slack_ps": 762.5
}
==> critical path, delay by kind of cell <==
family,cells,cell delay (ps)
buffers and inverters,2,420
and+or+nand+nor,1,150
==> where the power goes <==
group	total, mW	switching (mW)	internal (mW)	leakage, nW
sequential	0.909	0.0644	0.844	2.39
clock	0.000000848	0	0.000000848	0.0000380
combinational	4.60	1.33	3.27	4.77
total	5.51	1.39	4.12	7.15
==> cells in the mapped netlist <==
library cell              count
sky130_fd_sc_hd__mux2_2     273
sky130_fd_sc_hd__nor2_1       1
sky130_fd_sc_hd__and2_1       1
sky130_fd_sc_hd__dlxtn_1    294
sky130_fd_sc_hd__buf_2        5
sky130_fd_sc_hd__buf_6       28
sky130_fd_sc_hd__mux2_1       1
sky130_fd_sc_hd__mux2_4      20
==> cell families after synthesis <==
logic type             synth area share
muxes                            0.4154
latches                          0.5411
buffers and inverters           0.04176
and+or+nand+nor                0.001228
==> sequential cells by signal, indices dropped and copies added (netlist names) <==
register           cells
Data_CDB_RAU         256
Instr_CDB_RAU         32
HWWarp_CDB_RAU         3
WriteAddr_CDB_RAU      3
==> per-layer routing <==
metal,vias to the layer above,GRT usage,part of all wire
li1,3875,-,-
met1,3992,0.1677,0.42
met2,620,0.2269,0.48
met3,170,0.04087,0.084
met4,18,0,0.013
met5,-,0,0.0014
==> worst paths after layout <==
| path | to | slack [ps] | cells past startpoint |
|---|---|---|---|
| max | RegWrite_CDB_RAU | 40 | 3 |
| min | RegWrite_CDB_RAU | 760 | 3 |
==> cell type report <==
cell class                      instances  area share
Tap cell                             1488     0.09989
Antenna cell                            6   0.0008055
Timing Repair Buffer                  896      0.4799
Multi-Input combinational cell        296      0.1826
Sequential cell                       294      0.2368
==> cell usage in the layout, fill, tap and decap left out, types with 6 or more instances in the layout <==
master / instances
sky130_fd_sc_hd__buf_4: 11
sky130_fd_sc_hd__clkdlybuf4s50_1: 882
sky130_fd_sc_hd__diode_2: 6
sky130_fd_sc_hd__dlxtn_1: 294
sky130_fd_sc_hd__mux2_2: 273
sky130_fd_sc_hd__mux2_4: 20
==> metrics by stage <==
stage	utilization	cells	power (mW)
floorplan	-	623	2.367
global placement	0.1676	2974	5.533
detailed placement	0.1676	2974	5.552
CTS	0.1676	2974	5.589
global route	0.1676	2974	5.842
finish	0.1677	2980	5.510
Power and IR drop assume default switching activity.
