## flow/config.mk

```make
export PLATFORM = sky130hd
export DESIGN_NAME = ReqFIFO_4
export DESIGN_NICKNAME = ReqFIFO_4
export VERILOG_FILES = /design/flow/design.v
export SDC_FILE = /design/flow/constraint.sdc
export NUM_CORES = 4
export LEC_CHECK = 1
export CORE_AREA = 10 10 513 513
export DIE_AREA = 0 0 523 523
```

## flow/constraint.sdc

```tcl
current_design ReqFIFO_4

set clk_period 5.2
set clk_io_pct 0.2

create_clock -name clk0 -period $clk_period [get_ports {clk}]

set non_clock_inputs [all_inputs -no_clocks]
set_input_delay [expr $clk_period * $clk_io_pct] -clock clk0 $non_clock_inputs
set_output_delay [expr $clk_period * $clk_io_pct] -clock clk0 [all_outputs]
```

## flow/design.v

```verilog
module  ReqFIFO
(
    input wire rst,
    input wire clk,
    input wire ReqFIFO_2op_EN,
    input wire Scr1_Valid,
    input wire Src2_Valid,
    input wire [2:0] Src1_Phy_Row_ID, Src2_Phy_Row_ID,
    input wire [2:0] Src1_OCID_RAU_OC,
    input wire [2:0] Src2_OCID_RAU_OC,
    input wire RF_Read_Valid,
    input wire RF_Write_Valid,
    input wire [2:0] WriteRow,
    input wire [255:0] Data_CDB,
    output wire [2:0] RF_Addr,
    output wire [3:0] ocid_out,
    output wire RF_WR, 
    output wire [255:0] WriteData
);
reg [5:0] ReqFIFO [7:0]; 
reg [4:0] Rp, Wp, Wp_p1; 
wire [3:0] depth = Wp - Rp;
wire Full = (depth == 4'b1000);
wire [2:0] Rp_ind = Rp[2:0];
wire [2:0] Wp_ind = Wp[2:0];
wire [2:0] Wp_p1_ind = Wp_p1[2:0];
wire Rp_EN, Wp_EN, Wp_p1_EN;
always @ (posedge clk)
begin
    if (rst == 1'b0) begin
        Rp <= 4'b0000;
        Wp <= 4'b0000;
        Wp_p1 <= 4'b0001; 
    end else begin
    if (RF_Read_Valid == 1) begin
        if (depth <= 6) begin   
                if ((depth < 7) & (ReqFIFO_2op_EN == 1)) begin
                    ReqFIFO[Wp] <= {Src1_OCID_RAU_OC, Src1_Phy_Row_ID};
                    ReqFIFO[Wp_p1] <= {Src2_OCID_RAU_OC, Src2_Phy_Row_ID};
                    Wp <= Wp + 2;
                    Wp_p1 <= Wp_p1 + 2;
                end else if ((Full==0) & (ReqFIFO_2op_EN == 0)) begin
                    if (Scr1_Valid) begin
                        ReqFIFO[Wp] <= {Src1_OCID_RAU_OC, Src1_Phy_Row_ID}; 
                        Wp <= Wp + 1;
                        Wp_p1 <= Wp_p1 + 1;
                    end else if (Src2_Valid) begin
                        ReqFIFO[Wp] <= {Src2_OCID_RAU_OC, Src2_Phy_Row_ID}; 
                        Wp <= Wp + 1;
                        Wp_p1 <= Wp_p1 + 1;
                    end
                end
            end
        if (depth != 0) begin
            Rp <= Rp + 1;
        end
    end
    end
end
assign RF_Addr = RF_Write_Valid ? WriteRow: ReqFIFO[Rp][2:0];
assign ocid_out = {(depth!=0) ,ReqFIFO[Rp][5:3]}; 
assign RF_WR = RF_Write_Valid;
assign WriteData = Data_CDB;
endmodule
`default_nettype none
module ReqFIFO_4(
    input wire rst,
    input wire clk,
    input wire WriteValid,
    input wire [1:0] WriteBank,
    input wire [2:0] WriteRow,
    input Src1_Valid,
    input [1:0] Src1_Phy_Bank_ID,
    input [2:0] Src1_Phy_Row_ID,
    input Src2_Valid,
    input [1:0] Src2_Phy_Bank_ID,
    input [2:0] Src2_Phy_Row_ID,
    input ReqFIFO_2op_EN,
    input [2:0] Src1_OCID_RAU_OC,
    input [2:0] Src2_OCID_RAU_OC,
    input [255:0] Data_CDB,
    output [2:0] RF_Addr_0,
    output [2:0] RF_Addr_1,
    output [2:0] RF_Addr_2,
    output [2:0] RF_Addr_3,
    output [3:0] ocid_out_0,
    output [3:0] ocid_out_1,
    output [3:0] ocid_out_2,
    output [3:0] ocid_out_3,
    output RF_WR_0,
    output RF_WR_1,
    output RF_WR_2,
    output RF_WR_3,
    output [255:0] WriteData_0,
    output [255:0] WriteData_1,
    output [255:0] WriteData_2,
    output [255:0] WriteData_3
);
wire ReqFIFO_2op_EN_0 = ReqFIFO_2op_EN & (Src1_Phy_Bank_ID == 2'b00);
wire ReqFIFO_2op_EN_1 = ReqFIFO_2op_EN & (Src1_Phy_Bank_ID == 2'b01);
wire ReqFIFO_2op_EN_2 = ReqFIFO_2op_EN & (Src1_Phy_Bank_ID == 2'b10);
wire ReqFIFO_2op_EN_3 = ReqFIFO_2op_EN & (Src1_Phy_Bank_ID == 2'b11);
wire [2:0] Src1_Phy_Row_ID_0 = Src1_Phy_Row_ID;
wire [2:0] Src1_Phy_Row_ID_1 = Src1_Phy_Row_ID;
wire [2:0] Src1_Phy_Row_ID_2 = Src1_Phy_Row_ID;
wire [2:0] Src1_Phy_Row_ID_3 = Src1_Phy_Row_ID;
wire [2:0] Src2_Phy_Row_ID_0 = Src2_Phy_Row_ID;
wire [2:0] Src2_Phy_Row_ID_1 = Src2_Phy_Row_ID;
wire [2:0] Src2_Phy_Row_ID_2 = Src2_Phy_Row_ID;
wire [2:0] Src2_Phy_Row_ID_3 = Src2_Phy_Row_ID;
wire [2:0] Src1_OCID_RAU_OC_0 = Src2_OCID_RAU_OC;
wire [2:0] Src1_OCID_RAU_OC_1 = Src2_OCID_RAU_OC;
wire [2:0] Src1_OCID_RAU_OC_2 = Src2_OCID_RAU_OC;
wire [2:0] Src1_OCID_RAU_OC_3 = Src2_OCID_RAU_OC;
wire [2:0] Src2_OCID_RAU_OC_0 = Src2_OCID_RAU_OC;
wire [2:0] Src2_OCID_RAU_OC_1 = Src2_OCID_RAU_OC;
wire [2:0] Src2_OCID_RAU_OC_2 = Src2_OCID_RAU_OC;
wire [2:0] Src2_OCID_RAU_OC_3 = Src2_OCID_RAU_OC;
wire RF_Read_Valid_0 = ((Src1_Phy_Bank_ID ==  4'b0001)&(Src1_Valid)) | ((Src2_Phy_Bank_ID == 4'b0001) & (Src2_Valid));
wire RF_Read_Valid_1 = ((Src1_Phy_Bank_ID ==  4'b0010)&(Src1_Valid)) | ((Src2_Phy_Bank_ID == 4'b0010) & (Src2_Valid));
wire RF_Read_Valid_2 = ((Src1_Phy_Bank_ID ==  4'b0100)&(Src1_Valid)) | ((Src2_Phy_Bank_ID == 4'b0100) & (Src2_Valid));
wire RF_Read_Valid_3 = ((Src1_Phy_Bank_ID ==  4'b1000)&(Src1_Valid)) | ((Src2_Phy_Bank_ID == 4'b1000) & (Src2_Valid));
wire RF_Write_Valid_0 = (WriteBank == 2'b00) & (WriteValid);
wire RF_Write_Valid_1 = (WriteBank == 2'b01) & (WriteValid);
wire RF_Write_Valid_2 = (WriteBank == 2'b10) & (WriteValid);
wire RF_Write_Valid_3 = (WriteBank == 2'b11) & (WriteValid);
wire Src1_Valid_0 = ((Src1_Phy_Bank_ID ==  4'b0001)&(Src1_Valid));
wire Src1_Valid_1 = ((Src1_Phy_Bank_ID ==  4'b0010)&(Src1_Valid));
wire Src1_Valid_2 = ((Src1_Phy_Bank_ID ==  4'b0100)&(Src1_Valid));
wire Src1_Valid_3 = ((Src1_Phy_Bank_ID ==  4'b1000)&(Src1_Valid));
wire Src2_Valid_0 = ((Src2_Phy_Bank_ID ==  4'b0001)&(Src2_Valid));
wire Src2_Valid_1 = ((Src2_Phy_Bank_ID ==  4'b0010)&(Src2_Valid));
wire Src2_Valid_2 = ((Src2_Phy_Bank_ID ==  4'b0100)&(Src2_Valid));
wire Src2_Valid_3 = ((Src2_Phy_Bank_ID ==  4'b1000)&(Src2_Valid));
ReqFIFO Req0(
    .rst(rst),
    .clk(clk),
    .ReqFIFO_2op_EN(ReqFIFO_2op_EN_0),
    .Scr1_Valid(Src1_Valid_0),
    .Src2_Valid(Src2_Valid_0),
    .Src1_Phy_Row_ID(Src1_Phy_Row_ID_0), 
    .Src2_Phy_Row_ID(Src2_Phy_Row_ID_0),
    .Src1_OCID_RAU_OC(Src1_OCID_RAU_OC_0),
    .Src2_OCID_RAU_OC(Src2_OCID_RAU_OC_0),
    .RF_Read_Valid(RF_Read_Valid_0),
    .RF_Write_Valid(RF_Write_Valid_0),
    .WriteRow(WriteRow),
    .Data_CDB(Data_CDB),
    .RF_Addr(RF_Addr_0),
    .ocid_out(ocid_out_0),
    .RF_WR(RF_WR_0),
    .WriteData(WriteData_0)
);
ReqFIFO Req1(
    .rst(rst),
    .clk(clk),
    .ReqFIFO_2op_EN(ReqFIFO_2op_EN_1),
    .Scr1_Valid(Src1_Valid_1),
    .Src2_Valid(Src2_Valid_1),
    .Src1_Phy_Row_ID(Src1_Phy_Row_ID_1), 
    .Src2_Phy_Row_ID(Src2_Phy_Row_ID_1),
    .Src1_OCID_RAU_OC(Src1_OCID_RAU_OC_1),
    .Src2_OCID_RAU_OC(Src2_OCID_RAU_OC_1),
    .RF_Read_Valid(RF_Read_Valid_1),
    .RF_Write_Valid(RF_Write_Valid_1),
    .WriteRow(WriteRow),
    .Data_CDB(Data_CDB),
    .RF_Addr(RF_Addr_1),
    .ocid_out(ocid_out_1),
    .RF_WR(RF_WR_1),
    .WriteData(WriteData_1)
);
ReqFIFO Req2(
    .rst(rst),
    .clk(clk),
    .ReqFIFO_2op_EN(ReqFIFO_2op_EN_2),
    .Scr1_Valid(Src1_Valid_2),
    .Src2_Valid(Src2_Valid_2),
    .Src1_Phy_Row_ID(Src1_Phy_Row_ID_2), 
    .Src2_Phy_Row_ID(Src2_Phy_Row_ID_2),
    .Src1_OCID_RAU_OC(Src1_OCID_RAU_OC_2),
    .Src2_OCID_RAU_OC(Src2_OCID_RAU_OC_2),
    .RF_Read_Valid(RF_Read_Valid_2),
    .RF_Write_Valid(RF_Write_Valid_2),
    .WriteRow(WriteRow),
    .Data_CDB(Data_CDB),
    .RF_Addr(RF_Addr_2),
    .ocid_out(ocid_out_2),
    .RF_WR(RF_WR_2),
    .WriteData(WriteData_2)
);
ReqFIFO Req3(
    .rst(rst),
    .clk(clk),
    .ReqFIFO_2op_EN(ReqFIFO_2op_EN_3),
    .Scr1_Valid(Src1_Valid_3),
    .Src2_Valid(Src2_Valid_3),
    .Src1_Phy_Row_ID(Src1_Phy_Row_ID_3), 
    .Src2_Phy_Row_ID(Src2_Phy_Row_ID_3),
    .Src1_OCID_RAU_OC(Src1_OCID_RAU_OC_3),
    .Src2_OCID_RAU_OC(Src2_OCID_RAU_OC_3),
    .RF_Read_Valid(RF_Read_Valid_3),
    .RF_Write_Valid(RF_Write_Valid_3),
    .WriteRow(WriteRow),
    .Data_CDB(Data_CDB),
    .RF_Addr(RF_Addr_3),
    .ocid_out(ocid_out_3),
    .RF_WR(RF_WR_3),
    .WriteData(WriteData_3)
);
endmodule
```

## flow/run.sh

```bash
#!/bin/bash
# OpenROAD 26Q1-2900-gdf79404cd8, Yosys 0.63+post, stock flow scripts
make -C /OpenROAD-flow-scripts/flow DESIGN_CONFIG=/design/flow/config.mk WORK_HOME=/design/flow/orfs finish
```

==> ci_impl_report.md <==
### Metrics collected by this job

| Metric | Value |
|---|---|
| Status | `complete, no violations` |
| Yosys Chip Area | `0.0143 mm^2` |
| Tcrit/Tclk final | `83.8%` |
| TNS Setup | `0 ps` |
| # resized after CTS | `0` |
| Leakage | `2.58 nW` |
| DRC | `0` |
| Top cells by area | `buf_4, edfxtp_1, dfxtp_1` |
| Boundary Pins | `1,339` |
| Fmax | `230 MHz` |
| Average vias per placed instance | `1.53` |
| Die ar. | `approximately 0.27 mm^2` |
| DP Cell Count | `3,854` |
| TritonCTS clock tree | `done` |
| Syn-to-layout area delta | `-18.7%` |
| Sw Ratio | `27.0%` |
| Worst Path Max Fanout | `7` |
| Maxcap violations | `0` |
| Fraction of power consumed by the clock network | `38.3%` |
| Clk Latency, worst-skew pair | `between 400 and 500 ps` |
| P per Cell Area | `245 mW/mm^2` |
| Via count | `5,949` |
| OpenROAD warning count | `40` |
| Finished Layout Cells | `3,885` |
| Post-synth seq share | `24.1%` |
| Net switching power | `767 uW` |
| Top area contributor share | `54.7%` |
| P_int | `2.07 mW` |
| Row cnt | `about 180` |
| Routed len/inst | `32.2 um` |
| Vert. Die Dim | `about 520 um` |
| Synthesized area | `0.0143 mm^2` |
| Hold slack | `515 ps` |
| Core ar. | `0.252 mm^2` |
| Top cell type by instance count after synthesis | `buf_4` |
| Netlist cell types | `about 49` |
| Initial antenna violation count | `13` |
| CP Class | `flip-flop to primary output` |
| Syn Area/Cell | `between 9 and 10 um^2` |
| Synth Warn # | `1` |
| Number of enable flip-flop cells | `between 90 and 100` |
| Yosys Instances | `~1.5k` |
| Final Hold Fails | `0` |
| Global-route wire length before repair | `139 mm` |
| Min-Delay Path Class | `flip-flop to flip-flop` |
| Ant. Diodes | `0` |
| Worst setup EP type | `primary output` |
| Critical Path AT | `3320 ps` |
| Largest area contributor in the netlist | `buf_4` |
| WP data required | `4160 ps` |
| Clock Skew | `roughly 7.2 ps` |
| GRT Overall Usage | `a little under 9%` |
| Post-route ant nets | `0` |
| Die X | `~520 um` |
| Via count of the first global-routing pass | `6,034` |
| DRT Pass-1 Iters | `5` |
| Longest Clk Path Bufs | `2` |
| CTS buffer count | `17` |
| Flops after synth | `124` |
| Largest net degree at the start of global routing | `23` |
| Final Critical Period | `4360 ps` |
| Sink Count | `~120` |
| Tot Pwr | `2.84 mW` |
| DP Wirelength | `115 mm` |
| Clk slew on worst S/H paths | `50 ps` |
| Core Util at FP | `under 10%` |
| Tightest Pin Transition | `between 800 and 900 ps` |
| Top FF cell, synth | `edfxtp_1` |
| Grt total ovfl | `0` |
| Ratio of cells with drive above 1 in the final layout | `21.4%` |
| Worst slew margin | `about 45%` |
| Gate power share | `20.7%` |
| Final setup vio count | `0` |
| Final wirelength | `between 100 and 150 mm` |
| Peak supply drop | `0.239 mV` |
| Top cells by count | `buf_4, edfxtp_1, mux2_2, nor2_1` |
| IO buf count | `47` |
| Startpoint types | `flip-flop` |
| Gate count after technology mapping | `1,515` |
| Fill cells | `29.6k` |
| Initial DRC Count | `274` |
| Post-CTS Repair Setup Buffers | `0` |
| Final Util | `4.61%` |
| Root Buffer | `clkbuf_16` |
| RSZ-0062 raised after global routing | `false` |
| Sequential power share | `41.0%` |
| Pins Over Slew Limit | `0` |
| Gpl congestion | `about 0.78` |
| CTS H-tree lvls | `4` |
| Post-CTS Hold Fix Bufs | `0` |
| Ys async rst share | `0%` |
==> cell families after synthesis <==
group	count (synthesis)	share of synthesized area, %
adders and majority gates	30	2.74
muxes	85	8.86
DFF	124	24.1
xor gates and xnor gates	12	0.737
buffers and inverters	1085	55.9
other	1	0.0263
and+or+nand+nor	95	3.64
AOI/OAI and AO/OA	83	3.91
==> worst max-delay path, stage by stage (launching register included) <==
cell and delay [ps]:
dfxtp_1 460, inv_1 190, ha_1 260, inv_1 70, fa_1 460, nor3_1 330, nand3_1 500, clkdlybuf4s50_1 610
==> final timing paths <==
check	from	end	slack [ps]	depth (start not counted)
hold / removal	Req1.Wp[3]$_SDFFE_PN0P_	Req1.Wp[3]$_SDFFE_PN0P_	520	2
setup / recovery	Req1.Wp[0]$_SDFFE_PN0P_	ocid_out_1[3]	840	7
hold reg to reg	Req1.Wp[3]$_SDFFE_PN0P_	Req1.Wp[3]$_SDFFE_PN0P_	520	2
setup reg to reg	Req0.Wp[0]$_SDFFE_PN0P_	Req0.ReqFIFO[4][1]$_DFFE_PP_	1710	9
==> cells in the final DEF, fill, tap and decap left out, types with 3 or more instances in the layout <==
| cell | Yosys | final |
|---|---|---|
| a21o_1 | 3 | 3 |
| a21oi_1 | 24 | 24 |
| a22oi_1 | 12 | 12 |
| a31oi_1 | 9 | 9 |
| a32oi_1 | 4 | 4 |
| and3_1 | 4 | 4 |
| clkbuf_1 | 20 | 5 |
| clkbuf_16 | 0 | 17 |
| clkdlybuf4s50_1 | 0 | 47 |
| clkinv_2 | 0 | 3 |
| conb_1 | 1 | 8 |
| dfxtp_1 | 28 | 28 |
| edfxtp_1 | 96 | 96 |
| ha_1 | 28 | 28 |
| inv_1 | 22 | 22 |
| mux2_2 | 42 | 42 |
| mux2_4 | 12 | 12 |
| mux2i_1 | 7 | 7 |
| mux4_2 | 24 | 24 |
| nand2_1 | 10 | 10 |
| nand3_1 | 8 | 8 |
| nand3b_1 | 5 | 5 |
| nand4_1 | 3 | 3 |
| nor2_1 | 40 | 40 |
| nor3_1 | 3 | 3 |
| nor3b_1 | 3 | 3 |
| o211ai_1 | 5 | 5 |
| o21a_1 | 4 | 4 |
| o21ai_0 | 10 | 10 |
| o32ai_1 | 3 | 3 |
| or3_1 | 3 | 3 |
| or3_4 | 4 | 4 |
| xnor2_1 | 8 | 8 |
| xor2_1 | 4 | 4 |
==> final cells by class <==
class | count | area (um^2) | share of cell area (%)
multi-input cells | 313 | 2870 | 24.7
flip-flops and latches | 124 | 3440 | 29.7
repair buffers | 47 | 470 | 4.06
clock buffers | 22 | 444 | 3.83
inverters | 22 | 82.6 | 0.712
well taps | 3348 | 4190 | 36.1
clock inverters | 9 | 97.6 | 0.842
==> registers in the layout (all words and copies together), names as in the netlist, named ones only <==
register / count
Req0.ReqFIFO: 48
Req1.ReqFIFO: 48
Req0.Rp: 4
Req0.Wp: 4
Req1.Rp: 4
Req1.Wp: 4
Req0.Wp_p1: 3
Req1.Wp_p1: 3
==> routing by layer <==
layer	part of all wire, %	GRT usage (%)	vias up	wire [um]
met4	4.9	3.28	26	6130
met1	11	2.96	2357	14300
met2	43	13.2	1380	53300
li1	-	-	1915	-
met3	40	16.7	271	50400
met5	0.85	2.63	-	1070
==> through the flow <==
stage                     setup WS [ps]  area (um^2)
after floorplan                    2380        14300
after global placement             1100        11100
after detailed placement           1070        11100
after CTS                           707        11600
after global routing                664        11600
final                               844        11600
==> power by group through the flow <==
| stage | clock [mW] | combinational, mW | sequential, mW |
|---|---|---|---|
| 5_1_grt | 1.15 | 0.652 | 1.18 |
| 4_1_cts | 1.10 | 0.627 | 1.17 |
| 6_report | 1.09 | 0.588 | 1.17 |
Power is estimated from default activity; no workload was simulated.
