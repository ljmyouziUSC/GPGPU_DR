===== flow/config.mk =====
export PLATFORM = sky130hd
export DESIGN_NAME = schedular_4
export DESIGN_NICKNAME = schedular_4
export VERILOG_FILES = /design/flow/design.v
export SDC_FILE = /design/flow/constraint.sdc
export NUM_CORES = 4
export LEC_CHECK = 1
export CORE_AREA = 10 10 81 81
export DIE_AREA = 0 0 91 91

===== flow/constraint.sdc =====
current_design schedular_4

set clk_period 2.4
set clk_io_pct 0.2

create_clock -name clk0 -period $clk_period [get_ports {clk}]

set non_clock_inputs [all_inputs -no_clocks]
set_input_delay [expr $clk_period * $clk_io_pct] -clock clk0 $non_clock_inputs
set_output_delay [expr $clk_period * $clk_io_pct] -clock clk0 [all_outputs]

===== flow/design.v =====
`timescale 1ns / 1ps
module barrel_shifter # (
    parameter DIR = 0,  
    parameter OFF = 0,  
    parameter WIDTH = 8  
    ) (
        input [WIDTH-1: 0] shamt,  
        input [WIDTH-1: 0] data,
        output reg [WIDTH-1: 0] data_shifted
    );
    wire [WIDTH-1: 0] data_array [0:WIDTH-1];
    wire [WIDTH-1: 0] shamt_off = (OFF == 0)? shamt : {shamt[WIDTH-OFF-1: 0], shamt[WIDTH-1: WIDTH-OFF]};
    genvar i;
    generate 
        if (DIR) begin  
            assign data_array[0] = shamt_off[0]? data : 0;
            for (i = 1; i < WIDTH; i = i + 1) begin: mux_input_left
                assign data_array[i] = shamt_off[i]? {data[WIDTH-i-1: 0], data[WIDTH-1: WIDTH-i]}: 0;
            end
        end else begin  
            assign data_array[0] = shamt_off[0]? data : 0;
            for (i = 1; i < WIDTH; i = i + 1) begin: mux_input_right
                assign data_array[i] = shamt_off[i]? {data[i-1: 0], data[WIDTH-1: i]}: 0;
            end
        end
    endgenerate
    integer j;
    always@(*)begin
        data_shifted = data_array[0];
        for (j = 1; j < WIDTH; j = j + 1) begin: output_or
            data_shifted = data_shifted | data_array[j];
        end
    end
endmodule
`timescale 1ns / 1ps
module fixed_prioritizer #(  
    parameter WIDTH = 8
    ) (
    input [WIDTH-1:0] req,
    output reg [WIDTH-1:0] grt
    );
    integer i;
    always@(*) begin
        grt = 0;
        for (i = WIDTH-1; i >= 0; i = i-1) begin: forloop
            if (req[i]) 
                grt = 1<<i;
        end
    end
endmodule
`timescale 1ns / 1ps
module rr_prioritizer #(
    parameter WIDTH = 8
    ) (
    input clk,
    input rst,
    input [WIDTH-1: 0] req,
    output [WIDTH-1: 0] grt
    );
    reg [WIDTH-1: 0] MRG;  
    wire ALORP = |req;  
    always@(posedge clk or negedge rst) begin
        if (!rst) begin
            MRG <= 1 << (WIDTH-1);  
        end else if (ALORP) begin
            MRG <= grt;
        end
    end
    wire [WIDTH-1: 0] req_bs0_to_fp, grt_fp_to_bs1;
    barrel_shifter#(.DIR(0), .OFF(1), .WIDTH(WIDTH)) bs0 (
        .shamt(MRG),
        .data(req),
        .data_shifted(req_bs0_to_fp)
    );
    fixed_prioritizer#(.WIDTH(WIDTH)) fp (
        .req(req_bs0_to_fp),
        .grt(grt_fp_to_bs1)
    );
    barrel_shifter#(.DIR(1), .OFF(1), .WIDTH(WIDTH)) bs1 (
        .shamt(MRG),
        .data(grt_fp_to_bs1),
        .data_shifted(grt)
    );
endmodule
`timescale 1ns / 1ps
module Scheduler(
    input clk,
    input rst,
    input RegWrite_LastStage_MEM_Sched,
    input [3:0] ALU_RegWrite_OC_Sched,
    input [3:0] ALU_Req_OC_Sched,
    input [3:0] MEM_Req_OC_Sched,
    output [3:0] ALU_Grt_Sched_OC,
    output [3:0] MEM_Grt_Sched_OC
    );
    wire [3:0] ALU_Req_Qualified;
    assign ALU_Req_Qualified = RegWrite_LastStage_MEM_Sched? 
        (~ALU_RegWrite_OC_Sched & ALU_Req_OC_Sched) : ALU_Req_OC_Sched;
    rr_prioritizer #(
        .WIDTH(4)
    ) Sched_ALU (
        .clk(clk),
        .rst(rst),
        .req(ALU_Req_Qualified),
        .grt(ALU_Grt_Sched_OC)
    );
    rr_prioritizer #(
        .WIDTH(4)
    ) Sched_MEM (
        .clk(clk),
        .rst(rst),
        .req(MEM_Req_OC_Sched),
        .grt(MEM_Grt_Sched_OC)
    );
endmodule
module schedular_4(
    input wire clk,
    input wire rst,
    input wire RDY_0,
    input wire RDY_1,
    input wire RDY_2,
    input wire RDY_3,
    input wire RegWrite_Collecting_Ex_0,
    input wire RegWrite_Collecting_Ex_1,
    input wire RegWrite_Collecting_Ex_2,
    input wire RegWrite_Collecting_Ex_3,
    input wire MemWrite_Collecting_Ex_0,
    input wire MemWrite_Collecting_Ex_1,
    input wire MemWrite_Collecting_Ex_2,
    input wire MemWrite_Collecting_Ex_3,
    input wire MemRead_Collecting_Ex_0,
    input wire MemRead_Collecting_Ex_1,
    input wire MemRead_Collecting_Ex_2,
    input wire MemRead_Collecting_Ex_3,
    input wire RegWrite_LastStage_MEM_Sched,
    output [3:0] ALU_Grt_Sched_OC,
    output [3:0] MEM_Grt_Sched_OC
);
wire [3:0] MEM_Req_OC_Sched = {(RDY_3 & (MemRead_Collecting_Ex_3| MemWrite_Collecting_Ex_3)),(RDY_2 & (MemRead_Collecting_Ex_2| MemWrite_Collecting_Ex_2)),(RDY_1 & (MemRead_Collecting_Ex_1| MemWrite_Collecting_Ex_1)),(RDY_0 & (MemRead_Collecting_Ex_0| MemWrite_Collecting_Ex_0))};
wire [3:0] ALU_Req_OC_Sched = {(RDY_3 & ~(MemRead_Collecting_Ex_3| MemWrite_Collecting_Ex_3)),(RDY_2 & ~(MemRead_Collecting_Ex_2| MemWrite_Collecting_Ex_2)),(RDY_1 & ~(MemRead_Collecting_Ex_1| MemWrite_Collecting_Ex_1)),(RDY_0 & ~(MemRead_Collecting_Ex_0| MemWrite_Collecting_Ex_0))};
wire [3:0] ALU_RegWrite_OC_Sched = ALU_Req_OC_Sched & {RegWrite_Collecting_Ex_3,RegWrite_Collecting_Ex_2,RegWrite_Collecting_Ex_1,RegWrite_Collecting_Ex_0};
Scheduler schedular_4(
    .clk(clk),
    .rst(rst),
    .RegWrite_LastStage_MEM_Sched(RegWrite_LastStage_MEM_Sched),
    .ALU_RegWrite_OC_Sched(ALU_RegWrite_OC_Sched),
    .ALU_Req_OC_Sched(ALU_Req_OC_Sched),
    .MEM_Req_OC_Sched(MEM_Req_OC_Sched),
    .ALU_Grt_Sched_OC(ALU_Grt_Sched_OC),
    .MEM_Grt_Sched_OC(MEM_Grt_Sched_OC)
);
endmodule

===== flow/run.sh =====
#!/bin/bash
# OpenROAD 26Q1-2900-gdf79404cd8, Yosys 0.63+post, stock flow scripts
make -C /OpenROAD-flow-scripts/flow DESIGN_CONFIG=/design/flow/config.mk WORK_HOME=/design/flow/orfs finish

==> run notes <==
impl run done, here's what came out: run status finished with violations, failing checks setup timing, Initial DRC Count 139, Seq. cell area ~200 um2, Synth area leader dfrtp_1, highest clock rate approximately 0.41 GHz, number of global-route vias before repair 1375, pre-CTS setup slack -0.778 ns, type of the worst setup path in -> out, Synth Seq Share between 20% and 30%, area growth from synthesis to layout 111%, Synth logic family AND-OR/OR-AND gates, CTS clk-pin slew, worst paths 0.04 ns, Final Util approximately 41%, Top Usage Layer GRT met2, Detailed Place HPWL 2590 um, Boundary Pins 27, max-slew violation count 0, CP Cell Sequence buf_6 > buf_6 > o211ai_1 > o2111ai_2 > buf_4 > and4b_4 > buf_6 > buf_6 > a21o_1 > buf_2, Fill cells approximately 470, crit path launch type primary input, Post-synth ARST share 100%, first drt pass iteration count 4, Die Wd between 90 and 100 um, RSZ-0062 raised after global routing yes, synthesized area about 940 um2, worst stage delay on the critical path about 0.33 ns, Tot GR Track Use 9.36%, slowest CP cell and4b_4, IO buf count 26, Core Box Area 0.00482 mm2, number of enable flip-flop cells 0, initial antenna violation count 0, Via-to-Cell Ratio between 4 and 5, clock tree from TritonCTS built, Area leader share ~16%, top cells by area, synth dfrtp_1, a21o_1, nand4_1, final std cells w/o fill 276, Synth flops 8, Die Ht around 91 um, ANT nets after route 0, Final setup viols 2, cell count after synthesis roughly 120, GP Congestion about 0.87, OpenROAD warning count 27, crit path time final approximately 2.4 ns, cell count after placement around 240, # Cells Yosys ~120, Cell Type Count 31, Mux area share 0%, Peak VDD IR slightly above 400 uV, CP Data Arrival Time between 1.5 and 2 ns, XOR-XNOR Cells, Area Fraction 0%, via count between 1000 and 1500, H-tree Lvls 1, crit path DRT roughly 1.9 ns, hold_buf cts 0, final WL 3970 um, Lkg Pwr slightly above 0.9 nW, Slew @ Worst Pin ~0.36 ns, Rows 25, Adders+Majority by Area 0%, warnings from Yosys 4, count leader, synth a21o_1, Top FF cell, synth dfrtp_1, worst setup margin -0.0459 ns, simple share about a quarter, Hold Crit Class in -> async, largest net degree at the start of global routing 9, Final Cycle Share 102%, Hold Fails Final Rpt 0, commonest cells in the netlist a21o_1, nand4_1, a21oi_1, nor2_1, nand3_1, critical path fanouts, max 3, ANT cells 0, Die ar. around 0.0083 mm2, CTS buffer count 3, GRT Residual Overflow 0, Worst Setup End Kind output pin, worst rel slew slack between 70% and 80%, ao+oa area frac between 40% and 50%, area reported by Yosys stat about 940 um2, Init Core Util roughly a fifth, first-pass GRT wire length roughly 6700 um, Syn Area/Cell 8.02 um2, M1 GR Usage ~14%, clock sink count 8, max-cap violations 0, most used cell along the critical path buf_6, Avg WL per Cell 14.4 um, met3 Track Usage GR between 1.5 and 2%, ratio of cells with drive above 1 in the final layout 67.5%, Power Dens Cells 453 mW/mm2, logic area between 800 and 900 um2, clk_skew around 0.00029 ns, Setup TNS Final -0.0530 ns, clock buffer depth 2, DR DRC count 0, global-route met2 utilization ~14%, clock root cell clkbuf_8, Late-Pin Clk Latency roughly 0.22 ns
-- layer usage --
metal,vias up,part of all wire (%)
met3,2,3.7
li1,657,-
met1,650,51
met4,0,0.20
met2,33,45
met5,-,0
-- cell usage in the layout, fill, tap and decap left out, types with 2 or more instances in the layout --
cell type      count
or2_1              2
nor2_1             6
dlygate4sd2_1      2
a21oi_1            3
a41o_2             2
nor2_4             2
nand3_1            4
o21ai_2            2
inv_1              4
a21o_1            14
o211ai_1           8
nor2_2             2
nand3_2            5
buf_2             16
nand4_1           11
dfrtp_1            6
or2_2              2
buf_6             23
nand2_2            3
buf_4             52
a21o_2             2
o2111a_2           2
and4_1             2
dfstp_2            2
clkbuf_8           3
a21oi_2            7
a22oi_2            4
-- power breakdown --
group | switching, mW | internal, mW
clock | 0.0446 | 0.108
combinational | 0.225 | 0.332
sequential | 0.0253 | 0.160
-- worst max-delay path: cells and delay by family --
family | cells | cell delay [ns]
buf+inv | 6 | 0.67
simple gates | 1 | 0.33
compound gates | 3 | 0.50
-- cells by family (layout without fill, tap and decap cells) --
logic type      Yosys count  count (layout)
compound gates           55              55
simple gates             43              43
flops                     8               8
buf+inv                  11             103
-- through the flow --
step | hold WS, ns | power, mW | area, um2
floorplan | 0.184 | 0.357 | 938
global placement | 0.656 | 0.573 | 1500
detailed placement | 0.657 | 0.572 | 1500
CTS | 0.556 | 0.875 | 1930
global route | 0.576 | 0.963 | 1980
finish | 0.539 | 0.895 | 1980
-- area by class of cell --
class | count | area share, %
multi-input cells | 98 | 43.1
clock buffers | 3 | 2.09
well taps | 67 | 4.24
repair buffers | 96 | 39.6
flip-flops and latches | 8 | 10.3
inverters | 4 | 0.760
-- sequential cells by signal, summed over array words and instances, names as in the netlist --
signal / count
schedular_4.Sched_MEM.MRG: 4
schedular_4.Sched_ALU.MRG: 4
-- worst paths after layout --
path	from	endpoint	slack, ns	cells after the start
setup reg to reg	schedular_4.Sched_MEM.MRG[0]	schedular_4.Sched_MEM.MRG[2]	0.13	13
hold reg to reg	schedular_4.Sched_MEM.MRG[2]	schedular_4.Sched_MEM.MRG[2]	0.67	2
max in group asynchronous	rst	schedular_4.Sched_ALU.MRG[3]	1.56	1
setup / recovery	MemWrite_Collecting_Ex_2	MEM_Grt_Sched_OC[0]	-0.05	10
min in group clk0	schedular_4.Sched_MEM.MRG[2]	schedular_4.Sched_MEM.MRG[2]	0.67	2
hold / removal	rst	schedular_4.Sched_MEM.MRG[1]	0.54	1
-- what timing repair did --
item,in CTS,in global routing
endpoints found under the setup margin,8,10
resized,141,12
hold endpoints to repair,0,0
setup buffers,36,5
gates cloned,0,0
pin swaps,38,14
Power figures rest on the tool's default switching activity, not on a simulated workload.
